## design.v

```verilog
`timescale 1ns / 1ps
module adder4_cla(
    input  [3:0] A,
    input  [3:0] B,
    input        CI,        
    output [3:0] SUM,
    output       CO         
);
    wire [3:0] P = A ^ B;   
    wire [3:0] G = A & B;   
    wire c1 = G[0] | (P[0] & CI);
    wire c2 = G[1] | (P[1] & G[0]) | (P[1] & P[0] & CI);
    wire c3 = G[2] | (P[2] & G[1]) | (P[2] & P[1] & G[0]) | (P[2] & P[1] & P[0] & CI);
    wire c4 = G[3] | (P[3] & G[2]) | (P[3] & P[2] & G[1]) |
              (P[3] & P[2] & P[1] & G[0]) |
              (P[3] & P[2] & P[1] & P[0] & CI);
    assign SUM[0] = P[0] ^ CI;  
    assign SUM[1] = P[1] ^ c1;  
    assign SUM[2] = P[2] ^ c2;  
    assign SUM[3] = P[3] ^ c3;  
    assign CO = c4;             
endmodule
module adder7seg_top(
    input  wire        clk,      
    input  wire [15:0] sw,       
    output wire [6:0]  seg,      
    output wire        dp,       
    output wire [3:0]  an        
);
    wire [3:0] A   = sw[3:0];
    wire [3:0] B   = sw[7:4];
    wire [3:0] SUM;
    wire       CO;
    adder4_cla u_adder (
        .A (A),
        .B (B),
        .CI(1'b0),
        .SUM(SUM),
        .CO (CO)
    );
    wire [4:0] SUM5 = {CO, SUM};
    wire [3:0] tens, ones;
    bin5_to_bcd u_b2b(
        .bin (SUM5),
        .tens(tens),
        .ones(ones)
    );
    seven_seg_mux u_mux(
        .clk     (clk),
        .ones_bcd(ones),
        .tens_bcd(tens),
        .an      (an),
        .seg     (seg),
        .dp      (dp)
    );
endmodule
`timescale 1ns / 1ps
module bin5_to_bcd(
    input  wire [4:0] bin,    
    output wire [3:0] tens,   
    output wire [3:0] ones    
);
    assign tens = (bin >= 5'd30) ? 4'd3 :
                  (bin >= 5'd20) ? 4'd2 :
                  (bin >= 5'd10) ? 4'd1 : 4'd0;
    assign ones = bin - (tens * 4'd10);
endmodule
`timescale 1ns / 1ps
module seven_seg_decoder(
    input  wire [3:0] bcd,    
    output reg  [6:0] seg
);
    always @* begin
        case (bcd)
            4'd0: seg = 7'b100_0000;
            4'd1: seg = 7'b111_1001;
            4'd2: seg = 7'b010_0100;
            4'd3: seg = 7'b011_0000;
            4'd4: seg = 7'b001_1001;
            4'd5: seg = 7'b001_0010;
            4'd6: seg = 7'b000_0010;
            4'd7: seg = 7'b111_1000;
            4'd8: seg = 7'b000_0000;
            4'd9: seg = 7'b001_0000;
            default: seg = 7'b111_1111;    
        endcase
    end
endmodule
module seven_seg_mux(
    input  wire       clk,        
    input  wire [3:0] ones_bcd,   
    input  wire [3:0] tens_bcd,   
    output reg  [3:0] an,         
    output wire [6:0] seg,        
    output wire       dp          
);
    reg [15:0] div = 16'd0;
    always @(posedge clk)
        div <= div + 16'd1;
    wire sel = div[15];   
    always @* begin
        case (sel)
            1'b0: an = 4'b1110;    
            1'b1: an = 4'b1101;    
        endcase
    end
    wire [3:0] cur_bcd = sel ? tens_bcd : ones_bcd;
    seven_seg_decoder u_dec(
        .bcd(cur_bcd),
        .seg(seg)
    );
    assign dp = 1'b1;  
endmodule
```

## run.sh

```bash
#!/bin/bash
# OpenROAD 26Q1-2900-gdf79404cd8, Yosys 0.63+post, stock flow scripts
make -C /OpenROAD-flow-scripts/flow DESIGN_CONFIG=/design/flow/config.mk WORK_HOME=/design/flow/orfs finish
```

## config.mk

```make
export PLATFORM = sky130hd
export DESIGN_NAME = adder7seg_top
export DESIGN_NICKNAME = adder7seg_top
export VERILOG_FILES = /design/flow/design.v
export SDC_FILE = /design/flow/constraint.sdc
export NUM_CORES = 4
export LEC_CHECK = 1
export CORE_AREA = 10 10 88 88
export DIE_AREA = 0 0 98 98
```

## constraint.sdc

```tcl
current_design adder7seg_top

set clk_period 8.3
set clk_io_pct 0.2

create_clock -name clk0 -period $clk_period [get_ports {clk}]

set non_clock_inputs [all_inputs -no_clocks]
set_input_delay [expr $clk_period * $clk_io_pct] -clock clk0 $non_clock_inputs
set_output_delay [expr $clk_period * $clk_io_pct] -clock clk0 [all_outputs]
```

==> metrics.sh <==
RUN_STATUS='complete, no violations'
GR-USAGE-ALL-LAYERS=0.04400
CELLPOWERDENSITY_nW_PER_UM2=219.3
PLACE.DETAILED.INSTANCES=222
ANT_NETS=0
HOLDBUFCOUNTCTS=0
ROUTE.DETAILED.VIAS_PER_INST=4.088
ROUTE.VIAS.TOTAL=924
INTPOWER_mW=0.2152
LAYOUT.CELLS.MOST_COMMON_LIST='sky130_fd_sc_hd__clkdlybuf4s50_1 (17), sky130_fd_sc_hd__dfxtp_1 (16), sky130_fd_sc_hd__nor2_1 (14), sky130_fd_sc_hd__xnor2_1 (12), sky130_fd_sc_hd__nand2_1 (11)'
SYN-CELL-AREA_SQ_UM=1180
DESIGN.DIE.AREA_SQ_UM=9604
MAX_FFS_PER_REGISTER=16
GRT_ANTENNA_BEFORE_REPAIR=0
H-TREE-DEPTH=1
PRE_CTS_SLACK_NS=0.6510
SYN-INSTANCE-COUNT=136
TIMING.MAX_CAP.VIOLATIONS=0
EDF_COUNT=0
MAXSLEWHEADROOM=0.5575
GRT_FIRST_PASS_WIRELENGTH_MM=3.815
TOOL_WARNINGS=33
POST-SYNTH-TOP-AREA-CELL='sky130_fd_sc_hd__dfxtp_1'
FINAL_COUNT_OF_PINS_VIOLATING_MAX_SLEW=0
SWITCHING_SHARE=0.3244
SETUP_TNS_NS=0
CTS_RESIZED=0
CLK_INS_DELAY_SKEW_PAIR_NS=0.24
MOSTFREQUENTLAYOUTCELL='sky130_fd_sc_hd__clkdlybuf4s50_1'
CLK_PIN_SLEW_WORST_PATHS_NS=0.06
POST_SYNTH_MAIN_AREA_CONTRIBUTORS='sky130_fd_sc_hd__dfxtp_1 (27%), sky130_fd_sc_hd__xnor2_1 (8.9%), sky130_fd_sc_hd__ha_1 (6.4%)'
SYNTH-WARNING-COUNT=2
REPORT.POWER.TOTAL_mW=0.3185
SEQ_POWER_SHARE=0.241
PROPORTION_OF_LAYOUT_CELLS_WITH_A_DRIVE_SUFFIX_ABOVE_1=0.09934
ROUTABILITYCONGESTION=0.7749
DIE_H_UM=98
TOTAL_SWITCHING_POWER_mW=0.1033
IOPINCOUNT=29
FLOW.AREA_GROWTH_FROM_SYNTHESIS_PCT=23.12
P_CLK_FRAC=0.208
ROUTEDWLPERCELL_UM=9.487
CLOCKBUFFERDEPTH=2
VIA_COUNT_OF_THE_FIRST_GLOBAL_ROUTING_PASS=873
WORST_SETUP_PATH_END_KIND='primary output'
FINALCLOCKPERIODUSAGE=0.9189
CORE_SQ_UM=5921
ANTENNADIODECOUNT=0
MIN_PATH_TYPE='reg2reg'
FINAL.MIN_CLOCK_PERIOD_NS=7.627
FINCLKSKEW_NS=0.002271
POSTLAYOUTCELLAREA_SQ_UM=1453
REGS_BY_FF_COUNT='u_mux.div: 16 flops'
SYNTH.DISTINCT_CELLS=46
REQUIRED_NS=6.64
CTS-BUFFERS-INSERTED=3
DRT_ITER0_MARKERS=42
GLOBALROUTEOVERFLOWTOTAL=0
DRT-PASS1-ITER-COUNT=4
CRITICAL_PATH_PEAK_FANOUT=12
LARGEST-REGISTER='u_mux.div'
RSZ0062_AT_GRT='no'
TIMING.FINAL.WS_SETUP_NS=0.6729
FRACTION_OF_SYNTHESIZED_CELL_AREA_TAKEN_BY_THE_TOP_AREA_CELL_TYPE=0.2715
FP.DIEW_UM=98
TRITONCTS='built'
AVGSYNTHCELLAREA_SQ_UM=8.676
CORE.ROWCOUNT=28
YS_SEQ_SHARE=0.2715
MAX_SLEW.WORST_PIN.SLEW_NS=0.6590
IR_WORST_VDD_uV=152.9
FINALSETUPVIOLATIONS=0
CTS.ROOT.BUFFER_CELL='sky130_fd_sc_hd__clkbuf_8'
SYNTH_FLOPS=16
DRC=0
MAX_FREQ_MHz=131.1
GRT_MAX_DEGREE=19
FINAL_HOLD_VIOLATION_COUNT=0
YS.FLOP_TYPE='sky130_fd_sc_hd__dfxtp_1'
CRITICAL_PATH_SOURCE_TYPE='input pin'
YS_CHIP_AREA_SQ_UM=1180
POWER.SHARE.COMBINATIONAL=0.551
CTS_NUM_SINKS=16
SYNTH_ASYNC_SR_FLOP_SHARE=0
POST_CTS_SETUP_BUFFER_COUNT=0
INITCOREUTIL=0.1993
FINAL-INSTANCE-COUNT-EXCL-FILL=226
WORSTPATHARRIVAL_NS=5.97
ROUTE.FINAL.WIRE_LENGTH_MM=2.144
TOTAL_CELL_AREA_AT_THE_PLACEMENT_STAGE_SQ_UM=1398
NUMPORTBUFFERS=17
DP.FINAL_HPWL_MM=1.705
TOTAL_CELLS_REPORTED_BY_YOSYS_AFTER_SYNTHESIS=136
CRIT_TYPE='in2out'
LEAKAGE_nW=0.5382
## layer usage
metal / wire, um / track usage / vias up
met2: 924 / 0.07107 / 16
li1: - / - / 499
met4: 0 / 0.001119 / 0
met5: 0 / 0 / -
met1: 1048 / 0.05751 / 409
met3: 171 / 0.01707 / 0
## area by class of cell
cell class | instances | area [sq um]
Timing Repair Buffer | 17 | 170.2
Multi-Input combinational cell | 108 | 790.8
Fill cell | 631 | 4468
Inverter | 6 | 22.52
Tap cell | 75 | 93.84
Sequential cell | 16 | 320.3
Clock buffer | 4 | 55.05
## worst max-delay path, stage by stage
cell                              delay, ns
sky130_fd_sc_hd__clkdlybuf4s50_1       0.40
sky130_fd_sc_hd__ha_1                  0.24
sky130_fd_sc_hd__fa_1                  0.41
sky130_fd_sc_hd__xor2_2                0.20
sky130_fd_sc_hd__maj3_1                0.38
sky130_fd_sc_hd__o21ai_2               0.12
sky130_fd_sc_hd__nand2_4               0.16
sky130_fd_sc_hd__ha_1                  0.23
sky130_fd_sc_hd__fa_1                  0.37
sky130_fd_sc_hd__xnor2_1               0.17
sky130_fd_sc_hd__xnor2_1               0.55
sky130_fd_sc_hd__nand2_1               0.12
sky130_fd_sc_hd__mux2i_1               0.14
sky130_fd_sc_hd__a221oi_1              0.11
sky130_fd_sc_hd__a221oi_2              0.21
sky130_fd_sc_hd__clkdlybuf4s50_1       0.50
## Yosys cell counts (2+ instances only)
master and count:
sky130_fd_sc_hd__a21oi_1 7, sky130_fd_sc_hd__a211oi_2 2, sky130_fd_sc_hd__nand2_1 11, sky130_fd_sc_hd__buf_4 4, sky130_fd_sc_hd__nand2b_1 2, sky130_fd_sc_hd__nor2_1 14, sky130_fd_sc_hd__fa_1 2, sky130_fd_sc_hd__dfxtp_1 16
sky130_fd_sc_hd__and2_1 2, sky130_fd_sc_hd__nand4_1 3, sky130_fd_sc_hd__nor3b_1 2, sky130_fd_sc_hd__o21ai_1 3, sky130_fd_sc_hd__ha_1 6, sky130_fd_sc_hd__inv_1 6, sky130_fd_sc_hd__xor2_1 6, sky130_fd_sc_hd__xnor2_1 12
sky130_fd_sc_hd__nand3_1 5, sky130_fd_sc_hd__nor3_1 2, sky130_fd_sc_hd__and3_1 4
## power by group through the flow
stage	Sequential, mW	Combinational [mW]	Clock, mW
6_report	0.0768	0.176	0.0661
4_1_cts	0.0768	0.177	0.0685
5_1_grt	0.0767	0.197	0.0725
## path summary, 6_finish.rpt
check               startpoint       endpoint  slack, ns  cells after the start
setup / recovery         sw[0]         seg[5]       0.67                     16
hold reg to reg   u_mux.div[0]   u_mux.div[0]       0.41                      1
hold / removal    u_mux.div[0]   u_mux.div[0]       0.41                      1
setup reg to reg  u_mux.div[2]  u_mux.div[15]       6.87                      6
## stage by stage
step                hold WS (ns)  utilization
finish                    0.4062       0.2454
global route              0.4245       0.2454
CTS                       0.4124       0.2454
detailed placement        0.3976       0.2361
global placement          0.3949       0.2361
floorplan                 0.3793            -
## cell families after synthesis
family          Yosys count  share of synthesized area
buf+inv                  14                    0.06468
compound gates           26                     0.1792
mux                       1                   0.008484
xor+xnor                 20                     0.1612
simple gates             49                     0.2057
fa+ha+maj                 9                     0.1060
other cells               1                   0.003178
flops                    16                     0.2715
No activity file was given, so power comes from the tool's default toggle rates.
